### ./run.sh
#!/bin/bash
# OpenROAD 26Q1-2900-gdf79404cd8, Yosys 0.63+post, stock flow scripts
make -C /OpenROAD-flow-scripts/flow DESIGN_CONFIG=/design/flow/config.mk WORK_HOME=/design/flow/orfs finish
### ./config.mk
export PLATFORM = sky130hd
export DESIGN_NAME = BT656_out
export DESIGN_NICKNAME = BT656_out
export VERILOG_FILES = /design/flow/design.v
export SDC_FILE = /design/flow/constraint.sdc
export NUM_CORES = 4
export LEC_CHECK = 1
export CORE_UTILIZATION = 40
### ./constraint.sdc
current_design BT656_out

set clk_period 3.0
set clk_io_pct 0.2

create_clock -name clk0 -period $clk_period [get_ports {CLK_i}]

set non_clock_inputs [all_inputs -no_clocks]
set_input_delay [expr $clk_period * $clk_io_pct] -clock clk0 $non_clock_inputs
set_output_delay [expr $clk_period * $clk_io_pct] -clock clk0 [all_outputs]
### ./design.v
`timescale 1ns/1ps 
module BT656_out (
                 input 	CLK_i,                    
                 input 	RST,                      
                 input           PAL_i, 
                 input           BT656_OUT_EN_i,  
                 input  [ 7 : 0] DIN_i,           
				 output          BT_FRM_BG_o,     
                 output          ODD_VD_o,        
                 output          EVEN_VD_o,       
                 output [10 : 0] BT_PIX_CNT_o,    
                 output [ 9 : 0] BT_LINE_CNT_o,   
                 output          IM_END_o,        
                 output          DATA_RQ_o,       
                 output          CLK_o,           
                 output          FID_o,           
                 output          VSYNC_o,         
                 output          HSYNC_o,         
                 output [ 7 : 0] POUT_o           
                 ); 
reg           BT656_OUT_EN_i_d;
reg           bt_frm_bg; 
reg  [10 : 0] pix_cnt;        
wire          pix_cnt_end;    
reg  [ 9 : 0] line_cnt;       
wire          line_cnt_end;
wire          line_cnt_1;         
wire          line_cnt_3;
wire          line_cnt_4; 
wire          line_cnt_10;          
wire          line_cnt_23;
wire          line_cnt_263;
wire          line_cnt_266;
wire          line_cnt_270;
wire          line_cnt_286;
wire          line_cnt_311;
wire          line_cnt_313;
wire          line_cnt_317;
wire          line_cnt_336;    
wire          line_cnt_624;  
reg           F; 
reg           V;
reg           H;
reg           line_EAV0; 
reg           line_EAV1;
reg           line_EAV2;
reg           line_EAV3;
reg           line_BLANK; 
reg           line_data_rq; 
reg           line_EAV3_d;  
reg           fid; 
reg           vsync;
reg           vsync_d;  
reg           hsync; 
reg           even_out; 
reg           odd_out; 
reg  [ 7 : 0] pdata; 
wire          go_vb1; 
wire          go_odd; 
wire          go_vb2; 
wire          go_even;
wire          go_vb3;                  
parameter S_IDLE  = 1; 
parameter S_VB1   = 2; 
parameter S_ODD   = 3; 
parameter S_VB2   = 4; 
parameter S_EVEN  = 5; 
parameter S_VB3   = 6;
reg [ 2 : 0] state;  
reg count = 1'b0;
always @(posedge CLK_i or posedge RST) 
begin 
	if (RST)
		BT656_OUT_EN_i_d <= 0; 
	else 
		BT656_OUT_EN_i_d <= BT656_OUT_EN_i;	 				
end
always @(posedge CLK_i or posedge RST) 
begin 
	if (RST)
		bt_frm_bg <= 0; 
	else 
		if (state == S_VB1)
			bt_frm_bg <= 1;  
		else 
			bt_frm_bg <= 0;	 				
end
assign BT_FRM_BG_o = bt_frm_bg; 
assign go_vb1  = (BT656_OUT_EN_i ^ BT656_OUT_EN_i_d) | line_cnt_end; 
assign go_odd  = line_cnt_23; 
assign go_vb2  = (line_cnt_263 & ~PAL_i) | (line_cnt_311 & PAL_i);  
assign go_even = (line_cnt_286 & ~PAL_i) | (line_cnt_336 & PAL_i); 
assign go_vb3  = line_cnt_624 & PAL_i; 
always @(posedge CLK_i or posedge RST) 
begin 
	if (RST)
		state <= S_IDLE; 
	else 
		case (state) 
			S_IDLE : 
				if (go_vb1)
					state <= S_VB1; 
				else 
					state <= S_IDLE;  
			S_VB1 : 
				if (go_odd) 
					state <= S_ODD;
				else 
					state <= S_VB1; 
			S_ODD : 
				if (go_vb2) 
					state <= S_VB2;
				else 
					state <= S_ODD; 
			S_VB2 : 
				if (go_even) 
					state <= S_EVEN;
				else 
					state <= S_VB2;
			S_EVEN : 
				if (go_vb3)        		 
					state <= S_VB3;
				else if (go_vb1)   		 
					state <= S_VB1; 				
				else 
					state <= S_EVEN; 					 
			S_VB3 :   					 
				if (go_vb1) 
					state <= S_VB1;
				else 
					state <= S_VB3; 																				
			default : 
				state <= S_IDLE; 
		endcase 					 								
end
always @(posedge CLK_i or posedge RST) 
begin 
	if (RST)
		pix_cnt <= 0; 
	else 
		if (pix_cnt_end)
			pix_cnt <= 0;  
		else if (state != S_IDLE) 
			pix_cnt <= pix_cnt + 1'b1;	 				
end
assign pix_cnt_end = pix_cnt == 1728-1; 
always @(posedge CLK_i or posedge RST) 
begin 
	if (RST)
		line_cnt <= 0; 
	else 
		if (line_cnt_end)  
			line_cnt <= 0;
		else if (pix_cnt_end) 
			line_cnt <= line_cnt + 1'b1; 				
end 
assign line_cnt_end = (line_cnt == 525 & ~PAL_i) | 
                      (line_cnt == 625);
assign line_cnt_1   = line_cnt == 0;
assign line_cnt_3   = line_cnt == 2; 
assign line_cnt_4   = line_cnt == 3;
assign line_cnt_10  = line_cnt == 9;    
assign line_cnt_23  = line_cnt == 22; 
assign line_cnt_263 = line_cnt == 262;
assign line_cnt_266 = line_cnt == 265;
assign line_cnt_270 = line_cnt == 269; 
assign line_cnt_286 = line_cnt == 285;   
assign line_cnt_311 = line_cnt == 310;
assign line_cnt_313 = line_cnt == 312;
assign line_cnt_317 = line_cnt == 316;   
assign line_cnt_336 = line_cnt == 335;  
assign line_cnt_624 = line_cnt == 623;                                         
always @(posedge CLK_i or posedge RST) 
begin 
	if (RST)
		F <= 0; 
	else 
		if (~PAL_i) begin   
			if (line_cnt_1) 
				F <= 1;
			else if (line_cnt_4) 
				F <= 0;
			else if (line_cnt_266) 
				F <= 1;
			end 
		else begin            
			if (line_cnt_1) 
				F <= 0;
			else if (line_cnt_313) 
				F <= 1;
			end		
end
always @(posedge CLK_i or posedge RST) 
begin 
	if (RST)
		V <= 0; 
	else 
		V <= ~(state == S_ODD || state == S_EVEN);  				
end
always @(posedge CLK_i or posedge RST) 
begin 
	if (RST)
		H <= 0; 
	else 
		H <= (pix_cnt <= 283); 				
end
always @(posedge CLK_i or posedge RST) 
begin 
	if (RST)
		line_EAV0 <= 0; 
	else 
		if (state != S_IDLE && (pix_cnt == 0 || pix_cnt == 284)) 
			line_EAV0 <= 1'b1;
		else 
			line_EAV0 <= 1'b0; 				
end  
always @(posedge CLK_i or posedge RST) 
begin 
	if (RST)
		line_EAV1 <= 0; 
	else 
		if (pix_cnt == 1 || pix_cnt == 285) 
			line_EAV1 <= 1'b1;
		else 
			line_EAV1 <= 1'b0; 				
end
always @(posedge CLK_i or posedge RST) 
begin 
	if (RST)
		line_EAV2 <= 0; 
	else 
		if (pix_cnt == 2 || pix_cnt == 286) 
			line_EAV2 <= 1'b1;
		else 
			line_EAV2 <= 1'b0; 				
end
always @(posedge CLK_i or posedge RST) 
begin 
	if (RST)
		line_EAV3 <= 0; 
	else 
		if (pix_cnt == 3 || pix_cnt == 287) 
			line_EAV3 <= 1'b1;
		else 
			line_EAV3 <= 1'b0; 				
end
always @(posedge CLK_i or posedge RST) 
begin 
	if (RST)
		line_EAV3_d <= 0; 
	else 
		line_EAV3_d <= line_EAV3; 			
end
always @(posedge CLK_i or posedge RST) 
begin 
	if (RST)
		line_BLANK <= 0; 
	else 
		if (pix_cnt > 3 && pix_cnt < 284) 
			line_BLANK <= 1'b1;
		else 
			line_BLANK <= 1'b0; 				
end
always @(posedge CLK_i or posedge RST) 
begin 
	if (RST)
		line_data_rq <= 0; 
	else 
		if (pix_cnt >= 287 && (pix_cnt <= 1728-2) && (state == S_ODD || state == S_EVEN)) 
			line_data_rq <= 1'b1;
		else 
			line_data_rq <= 1'b0; 				
end
always @(posedge CLK_i or posedge RST) 
begin 
	if (RST)
		even_out <= 0; 
	else 
		even_out <= ~F;			
end
always @(posedge CLK_i or posedge RST) 
begin 
	if (RST)
		odd_out <= 0; 
	else 
		odd_out <= F;			
end
always @(posedge CLK_i or posedge RST) 
begin 
	if (RST)
		fid <= 0; 
	else 
		fid <= F;     
end
always @(posedge CLK_i or posedge RST) 
begin 
	if (RST)
		vsync <= 0; 
	else 
		if (~PAL_i) begin   
			if (line_cnt_4 | (line_cnt_266 & pix_cnt == 1728/2-1)) 
				vsync <= 1;
			else if (line_cnt_10 | (line_cnt_270 & pix_cnt == 1728/2-1)) 
				vsync <= 0;
			end	
		else begin            
			if (line_cnt_4 | (line_cnt_313 & pix_cnt == 1728/2-1)) 
				vsync <= 1;
			else if (line_cnt_10 | (line_cnt_317 & pix_cnt == 1728/2-1)) 
				vsync <= 0;
			end 
end
always @(posedge CLK_i or posedge RST) 
begin 
	if (RST)
		vsync_d <= 0; 
	else 
		vsync_d <= vsync; 	
end
always @(posedge CLK_i or posedge RST) 
begin 
	if (RST)
		hsync <= 0; 
	else 
		if (line_EAV3_d & ~H) 
			hsync <= 1'b0;   
		else if (line_EAV0) 
			hsync <= 1'b1;		
end
always @(posedge CLK_i or posedge RST) 
begin 
	if (RST)
    begin
		pdata <= 0; 
	end
    else
    begin
	    if (line_EAV0) 
	    	pdata <= 8'hff; 
	    else if (line_EAV1) 
	    	pdata <= 8'h00; 	
	    else if (line_EAV2) 
	    	pdata <= 8'h00; 			
	    else if (line_EAV3) 
	    	pdata <= {1'b1, F, V, H, V^H, F^H, F^V, F^V^H};
	    else if (line_BLANK) 
		begin 
	    	if (pix_cnt[0])         
	    		pdata <= 8'h80;	
	    	else if (~pix_cnt[0])   
	    		pdata <= 8'h10;	
	    end 
	    else 
		begin 
				pdata <= DIN_i;
		end
	end					
end 
assign ODD_VD_o = even_out; 
assign EVEN_VD_o = odd_out; 
assign DATA_RQ_o = line_data_rq; 
assign CLK_o = ~CLK_i; 
assign FID_o = fid; 
assign VSYNC_o = vsync_d; 
assign HSYNC_o = hsync; 
assign POUT_o = pdata; 
assign BT_PIX_CNT_o = pix_cnt; 
assign BT_LINE_CNT_o = line_cnt; 
assign IM_END_o = line_cnt_end; 
endmodule 
==> impl_metrics.tcl <==
# flow metrics
set metrics [dict create \
    status "finished, final reports clean" \
    ys_warn_count 1 \
    finalWeightedCongestion 0.923 \
    synth_top_area_share 0.452 \
    dr.pass1.iters 4 \
    ys.flops 52 \
    finalClockSkew_ns 0.00549 \
    holdPathEnd "vsync_d" \
    clock-root-buffer "clkbuf_8" \
    met3_length_um 234 \
    pwr-share-clk 0.364 \
    path_max_fanout 17 \
    worstHoldStart "vsync" \
    reg2reg_to "vsync" \
    port_buffers 49 \
    cp.required_ns 2.40 \
    top_layer "met4" \
    netlist_instances 275 \
    wl_per_cell_um 14.3 \
    drv_slew 0 \
    ff_type "dfrtp_1" \
    ys_seq_frac 0.461 \
    setup_slack_ns 0.0909 \
    rows 30 \
    hold_path_class "flip-flop to flip-flop" \
    swShare 0.238 \
    htree_levels 2 \
    worst_ep_arrival_time_ns 2.31 \
    p_leak_nw 1.47 \
    holdPathStages 0 \
    dp_hpwl_um 4300 \
    antenna_found_initial 0 \
    fp-utilization 0.416 \
    place_ws_ns 0.0542 \
    ys_cells 275 \
    core_area_um2 6790 \
    rsz0062_at_grt "false" \
    seqPwrFrac 0.583 \
    power_density_nw_per_um2 357 \
    slew_headroom 0.616 \
    ioPinCount 50 \
    power.switching_w 0.000293 \
    cts_tree "yes" \
    worst-r2r-cell-count 5 \
    dieArea_um2 7410 \
    grt_max_degree 28 \
    cts_hold_buffers 0 \
    p_comb_frac 0.053 \
    synth_area_um2 2830 \
    final_util 0.508 \
    largest_area_cell "dfrtp_1" \
    crit_path_end_kind "output port" \
    overflow 0 \
    wirelength_um 5960 \
    clk_latency_ns 0.31 \
    routed-wl-met2_um 2650 \
    critical_path_buf_inv_count 4 \
    fillers 611 \
    routed_via_density 5.24 \
    area_growth_pct 22.1 \
    synth_cell_types 68 \
    path_clk_slew_ns 0.10 \
    topCellsByArea "dfrtp_1 45%, ha_1 3.5%, xor2_1 2.8%" \
    cts_buffer_depth 2 \
    numCtsBuffers 5 \
    async_flop_share 1.00 \
    crit_chain "clkbuf_8 -> clkbuf_8 -> inv_1 -> clkdlybuf4s50_1" \
    syn_area_per_cell_um2 10.3 \
    openroad.warnings 33 \
    regToRegStartpoint "pix_cnt[0]" \
    ant_nets 0 \
    dr_total_vias 2190 \
    cap_violations 0 \
    peakVddDrop_mv 0.165 \
    fp.dieH_um 86.1 \
    tns_ns 0 \
    critical_path_class "clock port to output port" \
    yosysChipArea_um2 2830 \
    grt.total_usage 0.178 \
    hold_viol 0 \
    cpPeakStageDelay_ns 0.44 \
    drive_gt1_frac 0.0901 \
    diodes 0 \
    worst_pin_slew_ns 0.576 \
    wl_met1_um 3000 \
    yosysMostFrequentCell "dfrtp_1" \
    grt_pass1_vias 2102 \
    slowest_stage "clkdlybuf4s50_1" \
    power.internal_w 0.000940 \
    cp_top_family "buffers and inverters" \
    grt_pass1_wl_um 10300 \
    die_w_um 86.1 \
    r2r_slack_ns 0.86 \
    drt_iter0_drc 57 \
    setup_violations 0 \
    common_cells "51 x dfrtp_1, 20 x nor2_1, 19 x inv_1" \
    drcViolationCount 0 \
    synth-edff-count 0 \
    cp_common_cell "clkbuf_8" \
    startpoint_type "clock port" \
]
-- worst reg2reg max path, stage by stage (launching register included) --
cell      delay [ns]
dfrtp_1         0.54
ha_1            0.30
and2_1          0.31
nand4b_1        0.16
or4_1           0.48
a32o_1          0.25
-- placed cells by master (no fill, tap or decap), drive strengths merged, types with 4 or more instances in the layout --
master         count
a21oi             13
a22oi              5
and2               4
and3               6
buf                5
clkbuf             5
clkdlybuf4s50     49
dfrtp             51
ha                 8
inv               21
mux2i              4
nand2             10
nand2b             4
nand3             11
nand4              8
nor2              21
nor3               6
o21ai             11
o21bai             9
or3                4
or4                6
xnor2              6
xor2               9
-- timing repair --
action | CTS | global route
buffers inserted | 0 | 1
setup endpoints to repair | 0 | 1
resized | 0 | 1
-- final cells by class --
type | instances | area (um^2) | area share
clock inverters | 4 | 23.8 | 0.00689
repair buffers | 53 | 531 | 0.154
inverters | 18 | 67.6 | 0.0196
multi-input cells | 189 | 1330 | 0.385
clock buffers | 6 | 78.8 | 0.0228
well taps | 96 | 120 | 0.0348
flip-flops and latches | 52 | 1300 | 0.377
-- cell families (layout without fill, tap and decap cells) --
group,Yosys count,in the layout,synth area share
simple gates,100,100,0.220
compound gates,62,62,0.153
flops,52,52,0.461
buf+inv,34,81,0.0708
xor+xnor,15,15,0.0465
fa+ha+maj,8,8,0.0354
mux,4,4,0.0142
-- layer usage --
| metal | GRT usage | up-vias |
|---|---|---|
| met4 | 0.0197 | 0 |
| met5 | 0 | - |
| met2 | 0.270 | 47 |
| li1 | - | 1089 |
| met3 | 0.0303 | 7 |
| met1 | 0.287 | 1047 |
-- power by group through the flow --
stage	logic [W]	registers (W)	clock network, W
CTS	0.0000678	0.000719	0.000465
finish	0.0000657	0.000719	0.000448
global route	0.0000745	0.000721	0.000486
-- through the flow --
stage          hold WS, ns  cells  cell area (um^2)  total power, W
2_1_floorplan        0.354    275              2830        0.000760
3_3_place_gp         0.367    409              3350        0.000827
3_5_place_dp         0.371    409              3350        0.000827
4_1_cts              0.394    417              3440         0.00125
5_1_grt              0.409    418              3450         0.00128
6_report             0.389    418              3450         0.00123
-- worst max path at each step --
stage / startpoint / to / slack [ns] / cells after the start
4_1_cts: line_cnt[1] / IM_END_o / 0.01 / 6
5_1_grt: CLK_i / CLK_o / 0.06 / 4
6_report: CLK_i / CLK_o / 0.09 / 4
-- sequential cells by signal, summed over array words and instances, names as in the netlist, 6 cells and up --
register and flops:
state 6, line_cnt 10, pix_cnt 11, pdata 8
No activity file was given, so power comes from the tool's default toggle rates.
